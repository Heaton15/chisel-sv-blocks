File: run.sh
#!/bin/bash
# OpenROAD 26Q1-2900-gdf79404cd8, Yosys 0.63+post, stock flow scripts
make -C /OpenROAD-flow-scripts/flow DESIGN_CONFIG=/design/flow/config.mk WORK_HOME=/design/flow/orfs finish
File: config.mk
export PLATFORM = sky130hd
export DESIGN_NAME = trailing_zeros
export DESIGN_NICKNAME = trailing_zeros
export VERILOG_FILES = /design/flow/design.v
export SDC_FILE = /design/flow/constraint.sdc
export NUM_CORES = 4
export LEC_CHECK = 1
export CORE_AREA = 10 10 78 78
export DIE_AREA = 0 0 88 88
File: constraint.sdc
current_design trailing_zeros

set clk_period 5.4
set clk_io_pct 0.2

create_clock -name clk0 -period $clk_period

set non_clock_inputs [all_inputs -no_clocks]
set_input_delay [expr $clk_period * $clk_io_pct] -clock clk0 $non_clock_inputs
set_output_delay [expr $clk_period * $clk_io_pct] -clock clk0 [all_outputs]
File: design.v
module trailing_zeros (   
    dout,
    din
);
  parameter int DATA_WIDTH = 32;
  input [DATA_WIDTH-1:0] din;
  output logic [$clog2(DATA_WIDTH):0] dout;
  logic [$clog2(DATA_WIDTH):0] idx;
  logic [DATA_WIDTH-1:0] set_cnt_bit;
  assign set_cnt_bit = din & (~ din + 1);  
  always_comb begin
    idx = 0;
    for (int i = 0; i < DATA_WIDTH; i++) begin
      idx += set_cnt_bit[i] ? i : 0;
    end
  end
  assign dout = {DATA_WIDTH{1'b0}} == din ? DATA_WIDTH : idx;
endmodule
==> impl_metrics.ini <==
; synthesis and place-and-route metrics
[run_status]
outcome = finished with violations
violations = setup timing

[hold_path]
hold_class = primary input to output port

[yosys]
synth_cells = 226
ys_warn_count = 1
synth_cell_type_count = 44
yosys_cells = 226
syn_area_um2 = 2203
ys_seq_share_pct = 0
syn_avg_cell_area_um2 = 9.749
ys_area_um2 = 2203

[pwr]
peakVddDrop_mv = 0.02831
leakage_nw = 1.737
p_per_area_nw_per_um2 = 22.38

[final_timing]
hold_violations = 0
relSlewSlack_pct = 79.10
finalWorstSetupSlack_ns = -2.544
worst_pin_slew_ns = 0.3112
finalSetupViolations = 6
tns_ns = -11.03
fmax_ghz = 0.1259
min_period_ns = 7.944
slew_viol_final = 0
min_period_over_period_pct = 147.1
grt_setup_unrepaired = true

[die]
die_y_um = 88
die_w_um = 88
fp_util_pct = 49.91
dieArea_um2 = 7744
io_pins = 38
num_rows = 24
core_um2 = 4414

[drt]
diodes = 0
vias = 1841
dr.pass1.iters = 4
ant_nets = 0
wl_um = 5001
wire_per_inst_um = 12.89
drc = 0
vias_per_cell = 4.745
drt_iter0_drc = 44

[flow_run]
cap_viol_max_count = 0
warning_count = 36

[finish]
clkbuf_count = 0
drive_above_1_share_pct = 40.18
seq_area_um2 = 0
layout.cells.most_common = buf_4
syn_to_final_growth_pct = 49.86
final_core_util_pct = 74.80
ff_count = 0
layout_top_cells = buf_4, fa_1, inv_1

[placed_design]
dp_hpwl_um = 4687
routabilityCongestion = 0.8902
port_buffers = 38

[setup_path]
cp-start-kind = primary input
critPathRequiredTime_ns = 4.32
crit_fanout = 3
crit_path_end_kind = output port
critPathKind = primary input to output port
arrival_ns = 6.86

[global_routing]
grt_pass1_wl_um = 8252
antenna_found_initial = 0
grt_start_max_net_pins = 10
grt_use_total_pct = 13.36
grt_pass1_vias = 1864
grt.overflow.total = 0

[clock_tree]
postCtsHoldBufs = 0
synth_stat cells, types with 4 or more instances:
master | instances | share of area, %
and2_1 | 7 | 2.0
nor2_1 | 14 | 2.4
ha_1 | 15 | 8.5
inv_1 | 58 | 9.9
xnor2_1 | 9 | 3.6
and3_1 | 8 | 2.3
nand3_1 | 4 | 0.91
fa_1 | 52 | 47
nor3_1 | 4 | 0.91
nand2_1 | 4 | 0.68
per-layer routing:
metal,vias to the layer above,track usage [%],part of all wire [%]
li1,942,-,-
met1,860,20.37,47
met2,37,20.37,47
met3,2,3.368,5.6
met4,0,0.5797,0.52
met5,-,0,0
cells by family after synthesis:
family,after synthesis,synth area share (%)
simple gates,75,23.17
fa+ha+maj,67,55.76
buf+inv,62,10.96
xor+xnor,13,7.098
compound gates,8,2.555
mux,1,0.4543
final cells by class:
cell class	instances	area, um2
multi-input cells	165	2077
fillers	343	1112
repair buffers	113	942.2
inverters	58	217.7
well taps	52	65.06
per-stage QoR:
stage	cell area (um2)	cells	hold slack (ns)	setup slack [ns]	power [W]
6_report	3302	388	3.014	-2.544	0.00007388
3_3_place_gp	3158	378	3.549	-3.293	0.00007387
3_5_place_dp	3158	378	3.540	-3.328	0.00007425
2_1_floorplan	2241	226	2.307	-2.273	0.00001813
5_1_grt	3302	388	3.047	-2.775	0.00008140
4_1_cts	3204	381	2.986	-2.674	0.00007361
critical path: stages:
cell,delay [ns]
buf_6,0.09
or4_4,0.57
nor4_4,0.32
nand2_2,0.08
or4b_4,0.53
fa_1,0.56
inv_2,0.04
fa_1,0.45
fa_1,0.55
fa_1,0.43
fa_1,0.50
inv_2,0.04
fa_1,0.51
inv_2,0.05
ha_4,0.20
a21o_1,0.18
a21oi_2,0.17
xnor3_1,0.25
mux2i_1,0.14
buf_2,0.11
final timing paths:
check | start | end | cells after the start
worst max-delay path | din[2] | dout[5] | 20
worst min-delay path | din[21] | dout[4] | 7
what timing repair did:
item | 4_1_cts | 5_1_grt
resized | 59 | 33
cloned | 0 | 1
endpoints found under the setup margin | 6 | 6
pin swaps | 29 | 38
buffers inserted | 6 | 8
power breakdown:
part / internal [W] / leakage (nW) / total [W] / switching, W
Combinational: 0.0000473 / 1.74 / 0.0000739 / 0.0000265
Clock: 0 / 0 / 0 / 0
Sequential: 0 / 0 / 0 / 0
Total: 0.0000473 / 1.74 / 0.0000739 / 0.0000265
Power figures rest on the tool's default switching activity, not on a simulated workload.
